--- design/flow/config.mk ---
export PLATFORM = sky130hd
export DESIGN_NAME = Computing
export DESIGN_NICKNAME = Computing
export VERILOG_FILES = /design/flow/design.v
export SDC_FILE = /design/flow/constraint.sdc
export NUM_CORES = 4
export LEC_CHECK = 1
export CORE_UTILIZATION = 30
--- design/flow/constraint.sdc ---
current_design Computing

set clk_period 18.3
set clk_io_pct 0.2

create_clock -name clk0 -period $clk_period [get_ports {clock}]

set non_clock_inputs [all_inputs -no_clocks]
set_input_delay [expr $clk_period * $clk_io_pct] -clock clk0 $non_clock_inputs
set_output_delay [expr $clk_period * $clk_io_pct] -clock clk0 [all_outputs]
--- design/flow/design.v ---
module Computing(
  input         clock,
  input         reset,
  input         io_out_ready,
  output        io_out_valid,
  output [31:0] io_out_bits_x,
  output [31:0] io_out_bits_y,
  output        io_in_ready,
  input         io_in_valid,
  input  [31:0] io_in_bits_x,
  input  [31:0] io_in_bits_y
);
  reg [1:0] stateReg;  
  reg [31:0] xReg;  
  reg [31:0] yReg;  
  reg [3:0] cntReg;  
  wire  _T_2 = 2'h0 == stateReg;  
  wire [31:0] _GEN_0 = io_in_valid ? $signed(io_in_bits_x) : $signed(xReg);  
  wire [31:0] _GEN_1 = io_in_valid ? $signed(io_in_bits_y) : $signed(yReg);  
  wire  _T_3 = 2'h1 == stateReg;  
  wire [35:0] _T_4 = $signed(xReg) * 4'sh5;  
  wire [34:0] _T_5 = $signed(yReg) * 3'sh3;  
  wire [35:0] _GEN_16 = {{1{_T_5[34]}},_T_5};  
  wire [35:0] _T_8 = $signed(_T_4) + $signed(_GEN_16);  
  wire [34:0] _T_9 = $signed(xReg) * 3'sh3;  
  wire [34:0] _T_10 = $signed(yReg) * 3'sh2;  
  wire [34:0] _T_13 = $signed(_T_9) - $signed(_T_10);  
  wire [3:0] _T_16 = cntReg + 4'h1;  
  wire  _T_17 = 2'h2 == stateReg;  
  wire [1:0] _GEN_6 = io_out_ready ? 2'h0 : stateReg;  
  wire [35:0] _GEN_8 = _T_3 ? $signed(_T_8) : $signed({{4{xReg[31]}},xReg});  
  wire [34:0] _GEN_9 = _T_3 ? $signed(_T_13) : $signed({{3{yReg[31]}},yReg});  
  wire [35:0] _GEN_12 = _T_2 ? $signed({{4{_GEN_0[31]}},_GEN_0}) : $signed(_GEN_8);  
  wire [34:0] _GEN_13 = _T_2 ? $signed({{3{_GEN_1[31]}},_GEN_1}) : $signed(_GEN_9);  
  assign io_out_valid = stateReg == 2'h2;  
  assign io_out_bits_x = xReg;  
  assign io_out_bits_y = yReg;  
  assign io_in_ready = stateReg == 2'h0;  
  always @(posedge clock) begin
    if (reset) begin  
      stateReg <= 2'h0;  
    end else if (_T_2) begin  
      if (io_in_valid) begin  
        stateReg <= 2'h1;  
      end
    end else if (_T_3) begin  
      if (cntReg == 4'h8) begin  
        stateReg <= 2'h2;  
      end
    end else if (_T_17) begin  
      stateReg <= _GEN_6;
    end
    if (reset) begin  
      xReg <= 32'sh0;  
    end else begin
      xReg <= _GEN_12[31:0];
    end
    if (reset) begin  
      yReg <= 32'sh0;  
    end else begin
      yReg <= _GEN_13[31:0];
    end
    if (reset) begin  
      cntReg <= 4'h0;  
    end else if (_T_2) begin  
      if (io_in_valid) begin  
        cntReg <= 4'h1;  
      end
    end else if (_T_3) begin  
      if (!(cntReg == 4'h8)) begin  
        cntReg <= _T_16;  
      end
    end
  end
endmodule
--- design/flow/run.sh ---
#!/bin/bash
# OpenROAD 26Q1-2900-gdf79404cd8, Yosys 0.63+post, stock flow scripts
make -C /OpenROAD-flow-scripts/flow DESIGN_CONFIG=/design/flow/config.mk WORK_HOME=/design/flow/orfs finish
==> impl_metrics.py <==
# Synthesis and PnR figures
metrics = {
    "synth": {
        "async_flop_share_pct": 0,
        "ys.flops": 71,
        "syn_area_sq_um": 10200,
        "yosys.area.top_type_share_pct": 19.0,
        "ys_top_cells_by_area": "ha_1 19%, fa_1 17%, dfxtp_1 14%",
        "post-synth-top-area-cell": "ha_1",
        "ys_seq_share_pct": 14.0,
        "ys_warn_count": 1,
        "syn-mean-instance-area_sq_um": 8.13,
        "ys_area_sq_um": 10200,
        "netlist-cell-type-count": 79,
        "ys_cells": 1251,
        "ff_type": "dfxtp_1",
        "edf_count": 0,
        "synthCells": 1251,
    },
    "sta": {
        "rsz0062_at_grt": "no",
        "holdWs_ps": 502,
        "setup_ws_ps": 12770,
        "finClkSkew_ps": 6.86,
        "period_needed_ps": 5540,
        "fmax_mhz": 181,
        "worst_pin_slew_ps": 750,
        "finalHoldViolations": 0,
        "fin_tns_setup_ps": 0,
        "max_slew_margin_pct": 50.0,
        "drv_slew": 0,
        "post-route-period-util_pct": 30.2,
        "finalSetupViolations": 0,
    },
    "run_status": {
        "status": "finished clean",
    },
    "worst_hold_path": {
        "hp-start": "stateReg[1]",
        "hp-class": "flop to flop",
        "whs_endpoint": "stateReg[0]",
        "min_path_cells": 1,
    },
    "clock_tree": {
        "root_buffer": "clkbuf_16",
        "numCtsBuffers": 9,
        "clock-sinks": 71,
        "cts_tree": "yes",
        "clk_pin_slew_ps": 60,
        "cts_resized": 0,
        "clk_latency_ps": 340,
        "post-cts-setup-buffers": 0,
        "cts_hold_buf": 0,
        "cts-htree-levels": 3,
        "cts_buffer_depth": 2,
    },
    "final_layout": {
        "drive_gt1_share_pct": 4.10,
        "fin_util_pct": 36.6,
        "final_cells": 1815,
        "fillCellCount": 3338,
        "syn2layout_area_growth_pct": 20.3,
    },
    "die": {
        "fp.coreArea_sq_um": 33400,
        "die_area_sq_um": 34600,
        "die-width_um": 186,
        "num_io_pins": 134,
        "num_rows": 67,
        "fp_util_pct": 30.4,
        "die_y_um": 186,
    },
    "global_routing": {
        "gr-usage-all-layers_pct": 17.5,
        "grt_max_degree": 51,
        "grt_pass1_wl_um": 45700,
        "grt_pass1_vias": 8750,
        "antenna_found_initial": 0,
        "grt.overflow.total": 0,
    },
    "setup_path": {
        "crit_path_end_kind": "flop",
        "reg2reg_to": "xReg[30]",
        "ff2ff_path_depth": 15,
        "critPathLaunchType": "input pin",
        "crit_fanout": 50,
        "required_ps": 18510,
        "path_cells": "clkdlybuf4s50_1 -> and2_2 -> buf_4 -> nor2_4 -> buf_4 -> a22oi_1 -> o21ai_0 -> nor2b_1",
        "worstSetupPathType": "input pin to flop",
        "crit_path_frequent_cell": "buf_4",
        "crit_family": "buffers and inverters",
        "critPathBufInv": 3,
        "crit_slowest_cell": "buf_4",
        "crit-reg2reg-launch": "yReg[10]",
        "slowest_delay_ps": 570,
        "r2r_slack_ps": 13600,
        "cp.arrival_ps": 5740,
    },
    "placement": {
        "place_congestion": 0.932,
        "portBuffers": 133,
        "dp_cells": 1800,
        "place_ws_ps": 12420,
        "place_hpwl_um": 22100,
    },
    "power": {
        "p_leak_nw": 5.87,
        "power.density_nw_per_um2": 108,
        "ir_worst_vdd_v": 0.0000382,
    },
    "route": {
        "drt-total-wl_um": 28300,
        "final_antenna_net_count": 0,
        "dr_total_vias": 8896,
        "num_antenna_cells": 0,
        "first_pass_iters": 8,
        "vias_per_cell": 4.90,
        "drc": 0,
        "drt-wirelength-per-cell_um": 15.6,
        "drt_iter0_markers": 472,
    },
    "job": {
        "warnings": 27,
        "drv_cap": 0,
    },
}
-- Yosys cell counts, types with 21 or more instances --
cell      instances
a211oi_1         22
a21o_1           21
a21oi_1          90
clkbuf_1         31
dfxtp_1          71
fa_1             87
ha_1            154
inv_1           301
nand2_1          88
nor2_1           59
o21ai_0          30
xnor2_1          36
-- power by group --
group,switching [W],internal [W]
logic,0.000529,0.000414
registers,0.0000380,0.000174
clock network,0.0000703,0.0000949
-- cells by family (layout without fill, tap and decap cells) --
family | count (synthesis) | after routing | share of synthesized area (%)
buf+inv | 341 | 457 | 12.7
compound gates | 301 | 301 | 20.7
fa+ha+maj | 241 | 241 | 36.1
simple gates | 227 | 227 | 10.4
flops | 71 | 71 | 14.0
xor+xnor | 56 | 56 | 4.82
mux | 14 | 14 | 1.38
-- registers in the layout, summed over array words and instances, names as in the netlist --
name and count:
cntReg 4, stateReg 3, xReg 32, yReg 32
-- per-layer routing --
metal  up-vias  GRT usage (%)  share of wire, %
li1       4388              -                 -
met1      4250           26.2                49
met2       226           27.5                44
met3        32           2.97               5.5
met4         0           2.46               1.7
met5         -              0                 0
-- area by class of cell --
type / instances / area [sq um] / share of cell area (%)
Multi-Input combinational cell: 839 / 7480 / 61.1
Sequential cell: 71 / 1420 / 11.6
Timing Repair Buffer: 141 / 1390 / 11.3
Inverter: 301 / 1130 / 9.24
Tap cell: 448 / 561 / 4.58
Clock buffer: 14 / 254 / 2.08
Clock inverter: 1 / 5.00 / 0.0409
-- per-stage QoR --
| stage | area (sq um) | total power (W) |
|---|---|---|
| floorplan | 10200 | 0.000922 |
| global placement | 12000 | 0.00115 |
| detailed placement | 12000 | 0.00115 |
| CTS | 12200 | 0.00133 |
| global route | 12200 | 0.00147 |
| finish | 12200 | 0.00132 |
-- worst max-delay path by stage --
| stage | start | end | slack, ps | cells after the start |
|---|---|---|---|---|
| CTS | io_in_valid | yReg[10] | 12790 | 8 |
| global route | io_in_valid | yReg[10] | 12680 | 8 |
| finish | io_in_valid | yReg[10] | 12770 | 8 |
-- placed cells by master, fill, tap and decap left out, drive strengths merged, types with 6 or more instances in the layout --
cell / count
o21bai: 7
nand2: 88
nor2b: 7
a2111oi: 13
nor3: 18
a31oi: 11
fa: 87
clkbuf: 14
ha: 154
dfxtp: 71
o21a: 10
xnor2: 36
buf: 9
nand4: 7
nor2: 59
a21o: 24
xor2: 20
o211ai: 6
a221oi: 10
nand3: 13
and3: 6
a31o: 6
or3: 6
a22oi: 19
nand2b: 6
clkdlybuf4s50: 132
a21oi: 90
mux2i: 14
o21ai: 42
a211oi: 25
inv: 301
Power figures rest on the tool's default switching activity, not on a simulated workload.
