--- /design/flow/design.v ---
module DecoupledMultiplyAndAccumulate(
  input         clock,
  input         reset,
  output        io_in_ready,
  input         io_in_valid,
  input  [31:0] io_in_bits_x,
  input  [31:0] io_in_bits_y,
  input         io_in_bits_reset,
  output        io_out_valid,
  output [31:0] io_out_bits
);
  reg  stateReg;  
  reg [31:0] xReg;  
  reg [31:0] yReg;  
  reg  resetReg;  
  reg [31:0] accReg;  
  wire  _T = ~stateReg;  
  wire  _GEN_3 = io_in_valid | stateReg;  
  wire [63:0] _T_4 = $signed(xReg) * $signed(yReg);  
  wire [63:0] _GEN_12 = {{32{accReg[31]}},accReg};  
  wire [63:0] _T_7 = $signed(_GEN_12) + $signed(_T_4);  
  wire [63:0] _GEN_4 = resetReg ? $signed(64'sh0) : $signed(_T_7);  
  wire [63:0] _GEN_6 = stateReg ? $signed(_GEN_4) : $signed({{32{accReg[31]}},accReg});  
  wire [63:0] _GEN_11 = _T ? $signed({{32{accReg[31]}},accReg}) : $signed(_GEN_6);  
  assign io_in_ready = ~stateReg;  
  assign io_out_valid = ~stateReg;  
  assign io_out_bits = accReg;  
  always @(posedge clock) begin
    if (reset) begin  
      stateReg <= 1'h0;  
    end else if (_T) begin  
      stateReg <= _GEN_3;
    end else if (stateReg) begin  
      stateReg <= 1'h0;  
    end
    if (reset) begin  
      xReg <= 32'sh0;  
    end else if (_T) begin  
      if (io_in_valid) begin  
        xReg <= io_in_bits_x;  
      end
    end
    if (reset) begin  
      yReg <= 32'sh0;  
    end else if (_T) begin  
      if (io_in_valid) begin  
        yReg <= io_in_bits_y;  
      end
    end
    if (reset) begin  
      resetReg <= 1'h0;  
    end else if (_T) begin  
      if (io_in_valid) begin  
        resetReg <= io_in_bits_reset;  
      end
    end
    if (reset) begin  
      accReg <= 32'sh0;  
    end else begin
      accReg <= _GEN_11[31:0];
    end
  end
endmodule
module DotProduct(
  input         clock,
  input         reset,
  output        io_in_ready,
  input         io_in_valid,
  input  [31:0] io_in_bits_x_0,
  input  [31:0] io_in_bits_x_1,
  input  [31:0] io_in_bits_x_2,
  input  [31:0] io_in_bits_x_3,
  input  [31:0] io_in_bits_y_0,
  input  [31:0] io_in_bits_y_1,
  input  [31:0] io_in_bits_y_2,
  input  [31:0] io_in_bits_y_3,
  input         io_out_ready,
  output        io_out_valid,
  output [31:0] io_out_bits
);
  wire  pe_clock;  
  wire  pe_reset;  
  wire  pe_io_in_ready;  
  wire  pe_io_in_valid;  
  wire [31:0] pe_io_in_bits_x;  
  wire [31:0] pe_io_in_bits_y;  
  wire  pe_io_in_bits_reset;  
  wire  pe_io_out_valid;  
  wire [31:0] pe_io_out_bits;  
  reg [31:0] xRegs_0;  
  reg [31:0] xRegs_1;  
  reg [31:0] xRegs_2;  
  reg [31:0] xRegs_3;  
  reg [31:0] yRegs_0;  
  reg [31:0] yRegs_1;  
  reg [31:0] yRegs_2;  
  reg [31:0] yRegs_3;  
  reg [2:0] stateReg;  
  reg [2:0] cntReg;  
  wire  _T_6 = 3'h0 == stateReg;  
  wire  _T_7 = 3'h1 == stateReg;  
  wire [31:0] _GEN_11 = 2'h1 == cntReg[1:0] ? $signed(xRegs_1) : $signed(xRegs_0);  
  wire [31:0] _GEN_12 = 2'h2 == cntReg[1:0] ? $signed(xRegs_2) : $signed(_GEN_11);  
  wire [31:0] _GEN_13 = 2'h3 == cntReg[1:0] ? $signed(xRegs_3) : $signed(_GEN_12);  
  wire [31:0] _GEN_15 = 2'h1 == cntReg[1:0] ? $signed(yRegs_1) : $signed(yRegs_0);  
  wire [31:0] _GEN_16 = 2'h2 == cntReg[1:0] ? $signed(yRegs_2) : $signed(_GEN_15);  
  wire [31:0] _GEN_17 = 2'h3 == cntReg[1:0] ? $signed(yRegs_3) : $signed(_GEN_16);  
  wire [31:0] _GEN_18 = pe_io_in_ready ? $signed(_GEN_13) : $signed(32'sh0);  
  wire [31:0] _GEN_19 = pe_io_in_ready ? $signed(_GEN_17) : $signed(32'sh0);  
  wire  _T_10 = 3'h2 == stateReg;  
  wire [2:0] _T_12 = cntReg + 3'h1;  
  wire [2:0] _GEN_21 = cntReg == 3'h3 ? 3'h3 : 3'h1;  
  wire [2:0] _GEN_22 = pe_io_out_valid ? _T_12 : cntReg;  
  wire [2:0] _GEN_23 = pe_io_out_valid ? _GEN_21 : stateReg;  
  wire  _T_14 = 3'h3 == stateReg;  
  wire [2:0] _GEN_24 = io_out_ready ? 3'h4 : stateReg;  
  wire  _T_15 = 3'h4 == stateReg;  
  wire  _GEN_25 = pe_io_in_ready;  
  wire [2:0] _GEN_26 = pe_io_in_ready ? 3'h0 : stateReg;  
  wire [2:0] _GEN_28 = _T_15 ? _GEN_26 : stateReg;  
  wire [2:0] _GEN_29 = _T_14 ? _GEN_24 : _GEN_28;  
  wire  _GEN_30 = _T_14 ? 1'h0 : _T_15 & _GEN_25;  
  wire  _GEN_33 = _T_10 ? 1'h0 : _GEN_30;  
  wire [31:0] _GEN_34 = _T_7 ? $signed(_GEN_18) : $signed(32'sh0);  
  wire [31:0] _GEN_35 = _T_7 ? $signed(_GEN_19) : $signed(32'sh0);  
  wire  _GEN_38 = _T_7 ? 1'h0 : _GEN_33;  
  DecoupledMultiplyAndAccumulate pe (  
    .clock(pe_clock),
    .reset(pe_reset),
    .io_in_ready(pe_io_in_ready),
    .io_in_valid(pe_io_in_valid),
    .io_in_bits_x(pe_io_in_bits_x),
    .io_in_bits_y(pe_io_in_bits_y),
    .io_in_bits_reset(pe_io_in_bits_reset),
    .io_out_valid(pe_io_out_valid),
    .io_out_bits(pe_io_out_bits)
  );
  assign io_in_ready = stateReg == 3'h0;  
  assign io_out_valid = stateReg == 3'h3;  
  assign io_out_bits = pe_io_out_bits;  
  assign pe_clock = clock;
  assign pe_reset = reset;
  assign pe_io_in_valid = stateReg == 3'h1 | stateReg == 3'h4;  
  assign pe_io_in_bits_x = _T_6 ? $signed(32'sh0) : $signed(_GEN_34);  
  assign pe_io_in_bits_y = _T_6 ? $signed(32'sh0) : $signed(_GEN_35);  
  assign pe_io_in_bits_reset = _T_6 ? 1'h0 : _GEN_38;  
  always @(posedge clock) begin
    if (reset) begin  
      xRegs_0 <= 32'sh0;  
    end else if (_T_6) begin  
      if (io_in_valid) begin  
        xRegs_0 <= io_in_bits_x_0;  
      end
    end
    if (reset) begin  
      xRegs_1 <= 32'sh0;  
    end else if (_T_6) begin  
      if (io_in_valid) begin  
        xRegs_1 <= io_in_bits_x_1;  
      end
    end
    if (reset) begin  
      xRegs_2 <= 32'sh0;  
    end else if (_T_6) begin  
      if (io_in_valid) begin  
        xRegs_2 <= io_in_bits_x_2;  
      end
    end
    if (reset) begin  
      xRegs_3 <= 32'sh0;  
    end else if (_T_6) begin  
      if (io_in_valid) begin  
        xRegs_3 <= io_in_bits_x_3;  
      end
    end
    if (reset) begin  
      yRegs_0 <= 32'sh0;  
    end else if (_T_6) begin  
      if (io_in_valid) begin  
        yRegs_0 <= io_in_bits_y_0;  
      end
    end
    if (reset) begin  
      yRegs_1 <= 32'sh0;  
    end else if (_T_6) begin  
      if (io_in_valid) begin  
        yRegs_1 <= io_in_bits_y_1;  
      end
    end
    if (reset) begin  
      yRegs_2 <= 32'sh0;  
    end else if (_T_6) begin  
      if (io_in_valid) begin  
        yRegs_2 <= io_in_bits_y_2;  
      end
    end
    if (reset) begin  
      yRegs_3 <= 32'sh0;  
    end else if (_T_6) begin  
      if (io_in_valid) begin  
        yRegs_3 <= io_in_bits_y_3;  
      end
    end
    if (reset) begin  
      stateReg <= 3'h0;  
    end else if (_T_6) begin  
      if (io_in_valid) begin  
        stateReg <= 3'h1;  
      end
    end else if (_T_7) begin  
      if (pe_io_in_ready) begin  
        stateReg <= 3'h2;  
      end
    end else if (_T_10) begin  
      stateReg <= _GEN_23;
    end else begin
      stateReg <= _GEN_29;
    end
    if (reset) begin  
      cntReg <= 3'h0;  
    end else if (_T_6) begin  
      if (io_in_valid) begin  
        cntReg <= 3'h0;  
      end
    end else if (!(_T_7)) begin  
      if (_T_10) begin  
        cntReg <= _GEN_22;
      end
    end
  end
endmodule
--- /design/flow/run.sh ---
#!/bin/bash
# OpenROAD 26Q1-2900-gdf79404cd8, Yosys 0.63+post, stock flow scripts
make -C /OpenROAD-flow-scripts/flow DESIGN_CONFIG=/design/flow/config.mk WORK_HOME=/design/flow/orfs finish
--- /design/flow/config.mk ---
export PLATFORM = sky130hd
export DESIGN_NAME = DotProduct
export DESIGN_NICKNAME = DotProduct
export VERILOG_FILES = /design/flow/design.v
export SDC_FILE = /design/flow/constraint.sdc
export NUM_CORES = 4
export LEC_CHECK = 1
export CORE_UTILIZATION = 30
--- /design/flow/constraint.sdc ---
current_design DotProduct

set clk_period 16.4
set clk_io_pct 0.2

create_clock -name clk0 -period $clk_period [get_ports {clock}]

set non_clock_inputs [all_inputs -no_clocks]
set_input_delay [expr $clk_period * $clk_io_pct] -clock clk0 $non_clock_inputs
set_output_delay [expr $clk_period * $clk_io_pct] -clock clk0 [all_outputs]
==> reports/results.tsv <==
stage	metric	value	unit
critical_path	Setup crit end kind	flop	
synth	Adder Area Share	0.343	
floorplanning	starting density of the core	0.305	
synth	Mux area share	0.0208	
floorplanning	Die Wd	325	um
floorplanning	Die Ht	325	um
pwr	Leakage	0.0161	uW
cts	Num CTS Buffers	44	
cts	root buffer cell	clkbuf_16	
layout	area grow syn2layout	18.4	%
timing	Final Hold Viols	0	
timing	Tmin final	7.50	ns
place	PortBufs	293	
hold_path	hold crit path type	reg -> reg	
timing	clk_skew	0.0507	ns
synth	top cells by area	fa_1, dfxtp_1, nand2_1	
cts	CTS tree	yes	
timing	Tcrit/Tclk final	0.457	
route	Avg Vias per Cell	4.54	
critical_path	CP max FO	17	
layout	layout cells sized above 1	0.0376	
cts	post_cts resized	0	
critical_path	CP max stage cell	dfxtp_1	
synth	dominant register cell	dfxtp_1	
cts	H-tree depth	2	
timing	Worst slew margin	0.422	
synth	Synth area leader	fa_1	
floorplanning	# IOs	294	
synth	yosys stat area	31200	um2
pwr	maximum vdd drop	0.0000743	V
route	Wirelength per Cell	16.6	um
synth	Commonest cells post-synth	nand2_1, inv_1, fa_1, dfxtp_1, a21oi_1	
cts	hold_buf cts	0	
place	HPWL Detailed	66300	um
route	Pre-antenna DRT Iters	5	
synth	cells after synthesis	3725	
timing	Fmax	0.133	GHz
timing	setup repair after global routing missed its margin	no	
timing	worst slew pin tran	0.866	ns
route	post-route ant nets	0	
synth	Area leader share	0.281	
floorplanning	# rows	117	
timing	hold slack final	0.453	ns
status	outcome	completed	
synth	post-synthesis xor/xnor area fraction	0.0247	
synth	Synth Seq Share	0.232	
synth	most numerous cell in the Yosys netlist	nand2_1	
grt	GRT overflow	0	
grt	initial antenna violation count	3	
layout	fillers	10500	
cts	clock sink count	362	
flow_run	Max-cap violations	0	
cts	Clock Path Buffers	3	
route	initial drt markers	1068	
grt	largest net degree at the start of global routing	156	
cts	clock-pin slew on the worst setup and hold paths	0.06	ns
cts	Late-Pin Clk Latency	0.62	ns
synth	Async S/R FF share, synth	0	
flow_run	Log Warnings	31	
synth	EDFF count, synth	0	
timing	Setup TNS Final	0	ns
critical_path	type of origin of the critical path	flop	
critical_path	Most common cell on crit path	fa_1	
route	via count	24000	
layout	final core occ	0.361	
synth	FF+latch count, synth	362	
timing	Final setup violation count	0	
synth	synth unique cells	48	
synth	Mapped Avg Cell Area	8.38	um2
critical_path	slowest stage delay, CP	0.62	ns
floorplanning	die area	105000	um2
synth	comb area leader	adder cells	
grt	GRT Overall Usage	0.175	
synth	cells in synth_stat.txt	3725	
synth	simple share	0.184	
pwr	PwrDens	59.5	nW/um2
synth	mapped cell area	31200	um2
critical_path	worst path required time	16.87	ns
floorplanning	Core Area	102000	um2
route	Post-route DRC	0	
synth	Syn. warnings	2	
grt	global-route wire length before repair	140000	um
grt	vias in the first global route	24500	
place	placer congestion estimate	0.925	
cts	# Post-CTS Setup Buffers	0	
critical_path	arrival time worst endpoint	7.97	ns
route	final WL	87500	um
timing	max-slew violations	0	
critical_path	crit path kind	reg -> reg	
synth	aoi share	0.101	
## power by group
group | total [uW] | switching (uW) | internal [uW]
Clock | 1040 | 423 | 616
Sequential | 941 | 22.7 | 918
Combinational | 219 | 120 | 99.2
## final timing paths
check | from | to | slack, ns | cells past startpoint
min | yRegs_2[5] | yRegs_2[5] | 0.45 | 2
max | pe.yReg[3] | pe.accReg[31] | 8.90 | 25
min reg2reg | yRegs_2[5] | yRegs_2[5] | 0.45 | 2
max reg2reg | pe.yReg[3] | pe.accReg[31] | 8.90 | 25
## cell families after synthesis
| group | after synthesis |
|---|---|
| XOR/XNOR | 88 |
| buffers and inverters | 774 |
| AND-OR/OR-AND | 548 |
| AND/OR/NAND/NOR | 1295 |
| multiplexers | 65 |
| adder cells (fa/ha/maj) | 593 |
| flip-flops | 362 |
## critical path, delay by kind of cell, from the launching register on
kind	cells	cell delay [ns]
AOI/OAI and AO/OA	7	1.42
xor gates and xnor gates	1	0.09
adders and majority gates	9	4.25
buffers and inverters	5	0.48
DFF	1	0.62
and+or+nand+nor	3	0.51
## cell usage in the layout (no fill, tap or decap), types with 3 or more instances in the layout
| cell type | count |
|---|---|
| clkdlybuf4s50_1 | 292 |
| nand2_1 | 795 |
| nor2b_1 | 3 |
| a22oi_1 | 65 |
| fa_1 | 438 |
| nor3_1 | 7 |
| clkinv_2 | 8 |
| o21a_1 | 7 |
| a21oi_1 | 342 |
| clkbuf_8 | 8 |
| inv_6 | 3 |
| nand3_1 | 6 |
| a21o_1 | 13 |
| clkbuf_16 | 44 |
| and2_1 | 317 |
| xnor2_1 | 68 |
| nor2_1 | 144 |
| nand2b_1 | 3 |
| or3_1 | 4 |
| ha_1 | 152 |
| o21ai_0 | 70 |
| xor2_1 | 20 |
| buf_4 | 53 |
| mux2i_1 | 65 |
| bufinv_16 | 5 |
| dfxtp_1 | 362 |
| o2111ai_1 | 3 |
| clkbuf_1 | 6 |
| inv_1 | 528 |
| a22o_1 | 29 |
| ha_4 | 3 |
## stage by stage
| stage | cells | worst slack, ns | area [um2] | power, uW |
|---|---|---|---|---|
| 6_report | 5276 | 8.90 | 37000 | 2200 |
| 5_1_grt | 5276 | 8.45 | 37000 | 2290 |
| 4_1_cts | 5275 | 8.88 | 36900 | 2230 |
| 3_5_place_dp | 5194 | 8.94 | 35400 | 1180 |
| 3_3_place_gp | 5194 | 8.98 | 35400 | 1180 |
| 2_1_floorplan | 3725 | 9.36 | 31200 | 1070 |
## registers in the layout (all words and copies together) (netlist names)
signal	flops
yRegs_1	32
cntReg	3
pe.xReg	32
yRegs_3	32
pe.yReg	32
xRegs_0	32
pe.resetReg	1
xRegs_3	32
pe.stateReg	1
yRegs_0	32
pe.accReg	32
yRegs_2	32
xRegs_2	32
stateReg	5
xRegs_1	32
## per-layer routing
layer  routed length (um)  part of all wire  global-route usage
met2                40400              0.46               0.273
met3                 7610             0.087              0.0623
met4                 1760             0.020              0.0287
met1                37700              0.43               0.244
met5                   11           0.00013                   0
## layout make-up
type,instances,area (um2),share of cell area
inverter,528,1980,0.0536
antenna,1,2.50,0.0000677
multi-input combinational,2589,21100,0.571
clock inverter,23,310,0.00840
clock buffer,58,1230,0.0334
sequential,362,7250,0.196
timing repair buffer,347,3360,0.0908
tap,1368,1710,0.0463
No activity file was given, so power comes from the tool's default toggle rates.
